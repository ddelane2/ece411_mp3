`design/flow/run.sh`:
```
#!/bin/bash
# OpenROAD 26Q1-2900-gdf79404cd8, Yosys 0.63+post, stock flow scripts
make -C /OpenROAD-flow-scripts/flow DESIGN_CONFIG=/design/flow/config.mk WORK_HOME=/design/flow/orfs finish
```
`design/flow/design.v`:
```
package lc3b_types;
typedef logic [15:0] lc3b_word;
typedef logic  [7:0] lc3b_byte;
typedef logic  [8:0] lc3b_offset9;
typedef logic  [5:0] lc3b_offset6;
typedef logic  [2:0] lc3b_reg;
typedef logic  [2:0] lc3b_nzp;
typedef logic  [1:0] lc3b_mem_wmask;
typedef logic [8:0] lc3b_tag;  
typedef logic [2:0] lc3b_index;
typedef logic [2:0] lc3b_offset;
typedef enum bit [3:0] {
    op_add  = 4'b0001,
    op_and  = 4'b0101,
    op_br   = 4'b0000,
    op_jmp  = 4'b1100,    
    op_jsr  = 4'b0100,    
    op_ldb  = 4'b0010,
    op_ldi  = 4'b1010,
    op_ldr  = 4'b0110,
    op_lea  = 4'b1110,			
    op_not  = 4'b1001,
    op_rti  = 4'b1000,
    op_shf  = 4'b1101,
    op_stb  = 4'b0011,
    op_sti  = 4'b1011,
    op_str  = 4'b0111,
    op_trap = 4'b1111
} lc3b_opcode;
typedef enum bit [3:0] {
    alu_add,
    alu_and,
    alu_not,
    alu_pass,
    alu_sll,
    alu_srl,
    alu_sra
} lc3b_aluop;
typedef struct packed {
	lc3b_opcode opcode;
	lc3b_aluop aluop;
	logic load_cc;
	logic load_pc;
	logic load_ir;
	logic load_regfile;
	logic pcmux_sel;
	logic storemux_sel;
	logic alumux_sel;
	logic leamux_sel;
	logic regfilemux_sel;
	logic mdrmux_sel;
	logic destmux_sel;
	logic mem_read;
	logic mem_write;
} lc3b_control_word;
endpackage : lc3b_types
	module mux4 #(parameter width = 16)
	(
		input [1:0] sel,
		input [width-1:0] a, b, c, d,
		output logic [width-1:0] f
	);
	always_comb
	begin
		if (sel == 2'b00)
			f = a;
		else if(sel == 2'b01)
			f = b;
		else if(sel == 2'b10)
			f = c;
		else
			f = d;
	end
	endmodule : mux4
```
`design/flow/constraint.sdc`:
```
current_design mux4

set clk_period 2.4
set clk_io_pct 0.2

create_clock -name clk0 -period $clk_period

set non_clock_inputs [all_inputs -no_clocks]
set_input_delay [expr $clk_period * $clk_io_pct] -clock clk0 $non_clock_inputs
set_output_delay [expr $clk_period * $clk_io_pct] -clock clk0 [all_outputs]
```
`design/flow/config.mk`:
```
export PLATFORM = sky130hd
export DESIGN_NAME = mux4
export DESIGN_NICKNAME = mux4
export VERILOG_FILES = /design/flow/design.v
export SDC_FILE = /design/flow/constraint.sdc
export NUM_CORES = 4
export LEC_CHECK = 1
export CORE_AREA = 10 10 70 70
export DIE_AREA = 0 0 80 80
```
==> flow_summary.yaml <==
# flow metrics
global_route:
  grt_pass1_wl_mm: 3.86
  track_usage: 0.0763
  antenna_found_initial: 0
  grt_max_degree: 17
  gr-total-overflow: 0
  first_global_vias: 745
power_and_ir_drop:
  p_leak_nw: 0.485
  ir_worst_vdd_mv: 0.0639
  power.density_mw_per_mm2: 168
logic_synthesis:
  top_cell_area_share: 0.531
  area_leaders: "mux4_2, mux4_1, buf_12"
  largest_area_cell: "mux4_2"
  netlist-cell-type-count: 5
  ys_chip_area_um2: 424
  common_cells: "mux4_2, mux4_1, buf_2"
  yosys_warnings: 1
  synth.avg_cell_area_um2: 21.2
  synth.cell_area_um2: 424
  yosysCellCount: 20
  top_cell: "mux4_2"
  syn-instance-count: 20
  synth_seq_share: 0
final_timing:
  rsz0062_at_grt: "no"
  layout_setup_ws_ps: 42.4
  setup_violations: 0
  maxSlewHeadroom: 0.923
  drv_slew: 0
  hold_slack_ps: 1640
  hold_viol_final: 0
  fin_crit_sh: 0.982
  worst_pin_slew_ps: 116
  finalCriticalPeriod_ps: 2360
  fmax_mhz: 424
status:
  status: "finished, final reports clean"
setup_path:
  setup.worst_path.start: "sel[1]"
  crit_top_cell: "clkdlybuf4s50_1"
  slowest_stage: "clkdlybuf4s50_1"
  cp_data_arrival_time_ps: 1880
  crit_chain: "clkdlybuf4s50_1, buf_12, mux4_2, clkdlybuf4s50_1"
  worstSetupStartpointType: "primary input"
  path_buffers: 3
  required_ps: 1920
  crit_fanout: 16
  crit_path_end_kind: "primary output"
  worstSetupPathType: "in -> out"
  slowest_delay_ps: 500
  cp_top_family: "buffers and inverters"
place:
  globalplace.congestion: 0.817
  port_buffers: 82
  post-place-ws_ps: -266
floorplan:
  fp_util: 0.124
  core_area_mm2: 0.00342
  io_pins: 82
  die_w_um: 80
  chipArea_mm2: 0.00640
  row_count: 21
  chipHeight_um: 80
route:
  post_drt_wl_per_cell_um: 16.9
  n_antenna_cell: 0
  drt-pass1-iter-count: 2
  ant_nets: 0
  vias: 602
  vias_per_cell: 4.07
  drc: 0
  drt-total-wl_mm: 2.50
  drtIter0Drc: 6
cells_and_area:
  seqCellArea_um2: 0
  nClkBuffers: 0
  syn_to_final_growth_pct: 211
  seq_cells: 0
  layout-drive-gt1-share: 0.147
cts:
  hold_buffers: 0
  post_cts_buffers: 0
min_path:
  hp-class: "in -> out"
  holdCritStartpoint: "sel[0]"
flow_run:
  maxCapViolations: 0
  warnings: 32
kinds of logic after synthesis:
group	after synthesis	share of synthesized area
buffers and inverters	4	0.0973
muxes	16	0.903
area by class of cell:
class / instances / area (um2)
multi-input combinational: 16 / 383
tap: 46 / 57.6
fill: 352 / 2100
timing repair buffer: 86 / 878
timing repair:
item                                    CTS  global route
resized                                   5             3
endpoints found under the setup margin   16             2
cloned                                    1             0
layout by cell type, fill, tap and decap left out:
master	n
clkdlybuf4s15_2	1
buf_6	1
clkbuf_4	1
dlymetal6s2s_1	1
clkdlybuf4s50_1	80
mux4_2	10
buf_8	1
mux4_1	6
buf_12	1
layer usage:
layer / wire length [um] / share of wire / GRT usage / vias to the layer above
li1: - / - / - / 276
met1: 1060 / 0.42 / 0.0964 / 259
met2: 937 / 0.37 / 0.114 / 67
met3: 501 / 0.20 / 0.0500 / 0
met4: 0 / 0 / 0 / 0
met5: 0 / 0 / 0 / -
worst paths after layout:
path / end / depth (start not counted) / slack (ps)
worst max-delay path: f[0] / 4 / 40
worst min-delay path: f[12] / 4 / 1640
report_power, final:
group	total [mW]	internal, mW	switching, mW
logic	0.222	0.184	0.0384
clock network	0	0	0
registers	0	0	0
total	0.222	0.184	0.0384
metrics by stage:
stage / setup TNS, ps / instance area, um2 / utilization / std cells / total power, mW
6_report: 0 / 1320 / 0.386 / 148 / 0.222
5_1_grt: 0 / 1320 / 0.386 / 148 / 0.239
4_1_cts: 0 / 1310 / 0.384 / 148 / 0.226
3_5_place_dp: -3430 / 1300 / 0.379 / 147 / 0.223
3_3_place_gp: -3280 / 1300 / 0.379 / 147 / 0.222
2_1_floorplan: 0 / 424 / - / 20 / 0.0563
Power is estimated from default activity; no workload was simulated.
