==> /design/flow/design.v <==
package lc3b_types;
typedef logic [15:0] lc3b_word;
typedef logic  [7:0] lc3b_byte;
typedef logic  [8:0] lc3b_offset9;
typedef logic  [5:0] lc3b_offset6;
typedef logic  [2:0] lc3b_reg;
typedef logic  [2:0] lc3b_nzp;
typedef logic  [1:0] lc3b_mem_wmask;
typedef logic [8:0] lc3b_tag;  
typedef logic [2:0] lc3b_index;
typedef logic [2:0] lc3b_offset;
typedef enum bit [3:0] {
    op_add  = 4'b0001,
    op_and  = 4'b0101,
    op_br   = 4'b0000,
    op_jmp  = 4'b1100,    
    op_jsr  = 4'b0100,    
    op_ldb  = 4'b0010,
    op_ldi  = 4'b1010,
    op_ldr  = 4'b0110,
    op_lea  = 4'b1110,			
    op_not  = 4'b1001,
    op_rti  = 4'b1000,
    op_shf  = 4'b1101,
    op_stb  = 4'b0011,
    op_sti  = 4'b1011,
    op_str  = 4'b0111,
    op_trap = 4'b1111
} lc3b_opcode;
typedef enum bit [3:0] {
    alu_add,
    alu_and,
    alu_not,
    alu_pass,
    alu_sll,
    alu_srl,
    alu_sra
} lc3b_aluop;
typedef struct packed {
	lc3b_opcode opcode;
	lc3b_aluop aluop;
	logic load_cc;
	logic load_pc;
	logic load_ir;
	logic load_regfile;
	logic pcmux_sel;
	logic storemux_sel;
	logic alumux_sel;
	logic leamux_sel;
	logic regfilemux_sel;
	logic mdrmux_sel;
	logic destmux_sel;
	logic mem_read;
	logic mem_write;
} lc3b_control_word;
endpackage : lc3b_types
module register #(parameter width = 16)
(
    input clk,
    input load,
    input [width-1:0] in,
    output logic [width-1:0] out
);
logic [width-1:0] data;
initial
begin
    data = 1'b0;
end
always_ff @(posedge clk)
begin
    if (load)
    begin
        data = in;
    end
end
always_comb
begin
    out = data;
end
endmodule : register
==> /design/flow/run.sh <==
#!/bin/bash
# OpenROAD 26Q1-2900-gdf79404cd8, Yosys 0.63+post, stock flow scripts
make -C /OpenROAD-flow-scripts/flow DESIGN_CONFIG=/design/flow/config.mk WORK_HOME=/design/flow/orfs finish
==> /design/flow/config.mk <==
export PLATFORM = sky130hd
export DESIGN_NAME = register
export DESIGN_NICKNAME = register
export VERILOG_FILES = /design/flow/design.v
export SDC_FILE = /design/flow/constraint.sdc
export NUM_CORES = 4
export LEC_CHECK = 1
export CORE_AREA = 10 10 70 70
export DIE_AREA = 0 0 80 80
==> /design/flow/constraint.sdc <==
current_design register

set clk_period 1.0
set clk_io_pct 0.2

create_clock -name clk0 -period $clk_period [get_ports {clk}]

set non_clock_inputs [all_inputs -no_clocks]
set_input_delay [expr $clk_period * $clk_io_pct] -clock clk0 $non_clock_inputs
set_output_delay [expr $clk_period * $clk_io_pct] -clock clk0 [all_outputs]
==> flow_results.xml <==
<?xml version="1.0" encoding="UTF-8"?>
<metrics>
  <group name="logic_synthesis">
    <metric name="synth_cell_types" unit="">1</metric>
    <metric name="mappedNetlistArea" unit="sq um">480.5</metric>
    <metric name="synth_seq_share" unit="%">100.0</metric>
    <metric name="synth_cells" unit="">16</metric>
    <metric name="synth-area-yosys" unit="sq um">480.5</metric>
    <metric name="ys_seq_elements" unit="">16</metric>
    <metric name="ys_cells" unit="">16</metric>
    <metric name="avgSynthCellArea" unit="sq um">30.03</metric>
    <metric name="synth.yosys.warnings" unit="">1</metric>
  </group>
  <group name="detailed_routing">
    <metric name="vias" unit="">300</metric>
    <metric name="post_drt_via_cell_ratio" unit="">3.000</metric>
    <metric name="ant_nets" unit="">0</metric>
    <metric name="wl" unit="mm">1.253</metric>
    <metric name="dr.first_iter.drc_count" unit="">5</metric>
    <metric name="drt_drc_violations_left" unit="">0</metric>
    <metric name="drt-wirelength-per-cell" unit="um">12.53</metric>
    <metric name="antennaDiodeCount" unit="">0</metric>
    <metric name="detail_route.first_pass.iterations" unit="">2</metric>
  </group>
  <group name="worst_setup_path">
    <metric name="crit_buf_inv" unit="">1</metric>
    <metric name="critical_path_required" unit="ps">800</metric>
    <metric name="worst_path_largest_cell_delay" unit="ps">370</metric>
    <metric name="critPathCaptureType" unit="">output port</metric>
    <metric name="classification_of_the_worst_setup_path" unit="">reg -&gt; out</metric>
    <metric name="crit_path_top_delay_cell" unit="">edfxtp_1</metric>
    <metric name="critical_path.top_delay_family" unit="">flip-flops</metric>
    <metric name="critPathArrivalTime" unit="ps">780</metric>
    <metric name="crit_chain" unit="">buf_2</metric>
    <metric name="crit_path_start_kind" unit="">register</metric>
    <metric name="critical_path_peak_fanout" unit="">1</metric>
  </group>
  <group name="final_timing">
    <metric name="drv_slew" unit="">0</metric>
    <metric name="period_needed" unit="ps">977.7</metric>
    <metric name="maxSlewHeadroom" unit="%">92.75</metric>
    <metric name="finalSetupViolations" unit="">0</metric>
    <metric name="tightest_pin_transition" unit="ps">108.5</metric>
    <metric name="finalClockPeriodUsage" unit="%">97.77</metric>
    <metric name="grt_setup_unrepaired" unit="">yes</metric>
    <metric name="hold_violations" unit="">0</metric>
    <metric name="fmax" unit="MHz">1023</metric>
    <metric name="fin_ws" unit="ps">22.35</metric>
  </group>
  <group name="finish">
    <metric name="post_route_cells_drive_above_1_share" unit="%">37.04</metric>
    <metric name="largest_register_ff_count" unit="">16</metric>
    <metric name="mostFrequentLayoutCell" unit="">clkdlybuf4s50_1</metric>
    <metric name="combinational_area" unit="sq um">0</metric>
    <metric name="area_growth_syn_to_layout" unit="%">73.70</metric>
    <metric name="n_fill_cell" unit="">376</metric>
    <metric name="num-multi-input-gates" unit="">0</metric>
    <metric name="final_layout_top_logic_cells" unit="">clkdlybuf4s50_1 (17), edfxtp_1 (16), buf_2 (16)</metric>
    <metric name="final-instance-count-excl-fill" unit="">100</metric>
  </group>
  <group name="clock_network">
    <metric name="cts_made_buffers" unit="">3</metric>
    <metric name="holdBufCountCts" unit="">0</metric>
    <metric name="cts_post_setup_buffers_inserted" unit="">0</metric>
    <metric name="cts.repair.resized" unit="">48</metric>
    <metric name="cts_root_buffer" unit="">clkbuf_4</metric>
    <metric name="tritoncts_clock_tree" unit="">done</metric>
    <metric name="clk_pin_slew_worst_paths" unit="ps">90</metric>
    <metric name="total_number_of_h_tree_levels" unit="">1</metric>
    <metric name="tritoncts_num_sinks" unit="">16</metric>
    <metric name="max_buffers_root_to_sink" unit="">2</metric>
  </group>
  <group name="global_routing">
    <metric name="total_congestion_overflow" unit="">0</metric>
    <metric name="grt_max_degree" unit="">17</metric>
    <metric name="antenna_found_initial" unit="">0</metric>
    <metric name="global_route.usage.total" unit="%">3.849</metric>
    <metric name="first_pass_grt_wire_length" unit="mm">1.869</metric>
    <metric name="grt_pass1_vias" unit="">359</metric>
  </group>
  <group name="floorplanning">
    <metric name="core_region" unit="sq um">3416</metric>
    <metric name="floorplan.die_area" unit="sq um">6400</metric>
    <metric name="core.rowCount" unit="">21</metric>
    <metric name="ios" unit="">34</metric>
    <metric name="die_h" unit="um">80</metric>
    <metric name="die_width" unit="um">80</metric>
    <metric name="fp-utilization" unit="%">14.07</metric>
  </group>
  <group name="power_and_ir_drop">
    <metric name="power.leakage" unit="nW">0.3108</metric>
    <metric name="p_per_area" unit="nW/um^2">1528</metric>
    <metric name="ir_worst_vdd" unit="mV">0.4084</metric>
  </group>
  <group name="run_status">
    <metric name="status" unit="">finished, final reports clean</metric>
  </group>
  <group name="place">
    <metric name="dp_worst_setup_slack" unit="ps">-176.4</metric>
    <metric name="routabilityCongestion" unit="">0.7777</metric>
    <metric name="dpl.cell_count" unit="">96</metric>
    <metric name="hpwl" unit="mm">1.006</metric>
    <metric name="io_buffer_count" unit="">33</metric>
  </group>
  <group name="worst_hold_path">
    <metric name="hold_class" unit="">in -&gt; reg</metric>
  </group>
  <group name="job">
    <metric name="max-cap-violations" unit="">0</metric>
    <metric name="warning_count" unit="">27</metric>
  </group>
</metrics>
==> area by class of cell <==
cell class | count | area [sq um] | share of cell area, %
repair buffers | 34 | 270.3 | 32.38
clock inverters | 1 | 3.754 | 0.4498
clock buffers | 3 | 22.52 | 2.699
well taps | 46 | 57.56 | 6.897
flip-flops and latches | 16 | 480.5 | 57.57
==> worst paths after layout <==
check / startpoint / to / slack (ps) / cells after the start
worst max-delay path: data[10] / out[10] / 20 / 1
worst min-delay path: in[8] / data[8] / 460 / 1
==> cells in the mapped netlist (all sizes together) <==
| library cell | instances | share of area, % |
|---|---|---|
| edfxtp | 16 | 100 |
==> cell families (layout without fill, tap and decap cells) <==
family                 after synthesis  count (layout)  share of synthesized area (%)
buffers and inverters                0              38                              0
flip-flops                          16              16                          100.0
==> metal layers <==
metal,GRT usage (%),wire length (um),up-vias
met5,0,0,-
met2,4.655,462,25
met3,3.295,240,2
met4,1.056,34,0
li1,-,-,139
met1,4.946,516,134
==> through the flow <==
stage	utilization [%]	setup TNS (ps)	total power, mW	instance area [sq um]	hold WS (ps)
finish	24.43	0	1.275	834.6	464.3
global route	24.43	-316.5	1.346	834.6	448.5
CTS	24.43	-3.393	1.311	834.6	453.9
detailed placement	26.01	-2812	1.002	888.4	759.9
global placement	26.01	-2731	1.002	888.4	756.3
floorplan	-	0	0.8110	480.5	298.9
==> power by group <==
| group | total [mW] | leakage, nW | switching (mW) | internal [mW] |
|---|---|---|---|---|
| sequential | 0.805 | 0.157 | 0.0102 | 0.795 |
| clock | 0.343 | 0.0154 | 0.198 | 0.145 |
| combinational | 0.127 | 0.139 | 0.0310 | 0.0958 |
| total | 1.27 | 0.311 | 0.239 | 1.04 |
No activity file was given, so power comes from the tool's default toggle rates.
