$ cat flow/run.sh
#!/bin/bash
# OpenROAD 26Q1-2900-gdf79404cd8, Yosys 0.63+post, stock flow scripts
make -C /OpenROAD-flow-scripts/flow DESIGN_CONFIG=/design/flow/config.mk WORK_HOME=/design/flow/orfs finish
$ cat flow/config.mk
export PLATFORM = sky130hd
export DESIGN_NAME = mux2
export DESIGN_NICKNAME = mux2
export VERILOG_FILES = /design/flow/design.v
export SDC_FILE = /design/flow/constraint.sdc
export NUM_CORES = 4
export LEC_CHECK = 1
export CORE_AREA = 10 10 70 70
export DIE_AREA = 0 0 80 80
$ cat flow/constraint.sdc
current_design mux2

set clk_period 1.0
set clk_io_pct 0.2

create_clock -name clk0 -period $clk_period

set non_clock_inputs [all_inputs -no_clocks]
set_input_delay [expr $clk_period * $clk_io_pct] -clock clk0 $non_clock_inputs
set_output_delay [expr $clk_period * $clk_io_pct] -clock clk0 [all_outputs]
$ cat flow/design.v
package lc3b_types;
typedef logic [15:0] lc3b_word;
typedef logic  [7:0] lc3b_byte;
typedef logic  [8:0] lc3b_offset9;
typedef logic  [5:0] lc3b_offset6;
typedef logic  [2:0] lc3b_reg;
typedef logic  [2:0] lc3b_nzp;
typedef logic  [1:0] lc3b_mem_wmask;
typedef logic [8:0] lc3b_tag;  
typedef logic [2:0] lc3b_index;
typedef logic [2:0] lc3b_offset;
typedef enum bit [3:0] {
    op_add  = 4'b0001,
    op_and  = 4'b0101,
    op_br   = 4'b0000,
    op_jmp  = 4'b1100,    
    op_jsr  = 4'b0100,    
    op_ldb  = 4'b0010,
    op_ldi  = 4'b1010,
    op_ldr  = 4'b0110,
    op_lea  = 4'b1110,			
    op_not  = 4'b1001,
    op_rti  = 4'b1000,
    op_shf  = 4'b1101,
    op_stb  = 4'b0011,
    op_sti  = 4'b1011,
    op_str  = 4'b0111,
    op_trap = 4'b1111
} lc3b_opcode;
typedef enum bit [3:0] {
    alu_add,
    alu_and,
    alu_not,
    alu_pass,
    alu_sll,
    alu_srl,
    alu_sra
} lc3b_aluop;
typedef struct packed {
	lc3b_opcode opcode;
	lc3b_aluop aluop;
	logic load_cc;
	logic load_pc;
	logic load_ir;
	logic load_regfile;
	logic pcmux_sel;
	logic storemux_sel;
	logic alumux_sel;
	logic leamux_sel;
	logic regfilemux_sel;
	logic mdrmux_sel;
	logic destmux_sel;
	logic mem_read;
	logic mem_write;
} lc3b_control_word;
endpackage : lc3b_types
	module mux2 #(parameter width = 16)
	(
		input sel,
		input [width-1:0] a, b,
		output logic [width-1:0] f
	);
	always_comb
	begin
		if (sel == 0)
			f = a;
		else
			f = b;
	end
	endmodule : mux2
==> flow_summary.ini <==
; yosys + openroad results
[run_status]
status = finished, violations left
violations = negative setup slack

[setup_path]
end_kind = primary output
worst-path-buf-inv = 3
critPathRequiredTime_ns = 0.80
path_delay_family = buffers and inverters
slowest_delay_ns = 0.30
critPathLaunchType = primary input
timing.critical_path.slowest_stage_cell = mux2_4
crit_path_max_fanout = 8
crit_path_cell_trace = buf_12, buf_12, mux2_4, buf_6
path_class = primary input to primary output
crit_start = sel
crit_top_cell = buf_12
arrival_ns = 0.86

[die]
die-area_mm2 = 0.006400
ios = 49
dieHeight_um = 80
core_area_mm2 = 0.003416
rows = 21
fp.dieW_um = 80
fp-utilization_pct = 7.289

[route]
dr.max_layer_used = met3
vias = 359
drc_errors = 0
drt_iter0_drc = 2
n_antenna_cell = 0
wl_met1_um = 738
drt_pre_antenna_iters = 2
met3_length_um = 329
ant_nets = 0
wire_per_inst_um = 12.43
wl_met2_um = 337
vias_per_cell = 3.177
wirelength_mm = 1.405

[power]
switchingPower_uw = 67.44
p_per_area_mw_per_mm2 = 378.8
p_sw_share_pct = 22.41
leakagePower_uw = 0.0004174
seq_power_share_pct = 0
irDropWorstVdd_uv = 150.6
comb_power_share_pct = 100.0
p_int_uw = 233.5
p_clk_share_pct = 0

[timing]
maxSlewHeadroom_pct = 95.27
hold_viol = 0
rsz0062_at_grt = yes
worstMarginPinSlew_ns = 0.07103
fmax_mhz = 946.6
fin_ws_ns = -0.05644
final_max_slew_viol_count = 0
period_needed_ns = 1.056
setup_tns_ns = -0.8165
finalCritPeriodShare_pct = 105.6
setup_violations = 16

[synth]
synthXorXnorAreaFrac_pct = 0
ys_chip_area_um2 = 249.0
ys_seq_share_pct = 0
synth.cell_area_um2 = 249.0
top_cell = mux2_4
synthTopCellsByCount = 10 x mux2_4, 6 x mux2_2, 1 x buf_12, 1 x buf_6
synthTopLogicFamily = multiplexers
top_area_cell = mux2_4
ys_top_cells_by_area = mux2_4 60%, mux2_2 27%, buf_12 8.0%
yosysWarningCount = 1
synth_cells = 18
synthAoiAreaFrac_pct = 0
syn_area_per_cell_um2 = 13.83
ys_types = 4
ys_sh_simple_pct = 0
netlist.area_leader.share_pct = 60.30
yosys_cells = 18
synthAdderAreaFrac_pct = 0
synth.area.mux_share_pct = 87.44

[global_routing]
grt_max_degree = 9
antenna_found_initial = 0
grt_pass1_vias = 430
grt_overflow_total = 0
grtUsageTotal_pct = 4.202
grt_pass1_wl_mm = 2.187

[hold_path]
min_from = a[5]
min_path_type = primary input to primary output

[placed_design]
hpwl_mm = 1.222
gp_congestion = 0.8145
io_buffer_count = 49
dp_slack_ns = -0.8529

[cells_and_area]
regArea_um2 = 0
clkbuf_count = 0
flop-count = 0
area_growth_pct = 219.1
fill_cells = 374
comb_area_um2 = 240.2
drive_above_1_share_pct = 52.24

[job]
warning_count = 34
max_cap_violations = 0

[clock_network]
cts-hold-fix-buffers = 0
postCtsSetupBuffers = 0
==> cell families (layout without fill, tap and decap cells) <==
| family | count (synthesis) | in the layout |
|---|---|---|
| multiplexers | 16 | 16 |
| buffers and inverters | 2 | 51 |
==> metal layers <==
layer / vias up / track usage (%)
met2: 49 / 4.494
met4: 0 / 0
li1: 167 / -
met1: 143 / 6.394
met3: 0 / 3.295
met5: - / 0
==> cells in the final DEF (no fill, tap or decap) <==
cell            n
buf_2           5
dlygate4sd2_1  32
buf_16          1
mux2_4         16
buf_6          11
buf_12          2
==> path summary, 6_finish.rpt <==
| kind | to | depth (start not counted) |
|---|---|---|
| worst max-delay path | f[14] | 4 |
| worst min-delay path | f[5] | 3 |
==> tightest hold or removal path, stage by stage <==
cell	delay [ns]
dlygate4sd2_1	0.19
mux2_4	0.12
buf_2	0.08
==> power by group through the flow <==
stage	combinational (uW)	sequential, uW	clock (uW)
4_1_cts	286	0	0
5_1_grt	326	0	0
6_report	301	0	0
==> metrics by stage <==
stage	instances	hold slack, ns	util (%)	power (uW)	cell area (um^2)
after floorplan	18	0.4977	-	89.33	249.0
after global placement	112	1.437	23.00	318.6	785.8
after detailed placement	112	1.436	23.00	319.4	785.8
after CTS	113	0.8008	22.34	285.6	763.2
after global routing	113	0.8119	23.26	325.9	794.5
final	113	0.7936	23.26	300.9	794.5
==> final cells by class <==
class	instances	share of cell area, %
timing repair buffer	51	62.52
multi-input combinational	16	30.24
tap	46	7.244
==> what timing repair did <==
item,in CTS,in global routing
gates resized,102,5
cloned,1,0
setup endpoints to repair,16,16
endpoints found under the hold margin,0,0
Power is estimated from default activity; no workload was simulated.
